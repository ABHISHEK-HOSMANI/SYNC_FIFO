<file path="./config.mk">
export PLATFORM = sky130hd
export DESIGN_NAME = fifo_sync
export DESIGN_NICKNAME = fifo_sync
export VERILOG_FILES = /design/flow/design.v
export SDC_FILE = /design/flow/constraint.sdc
export NUM_CORES = 4
export LEC_CHECK = 1
export CORE_UTILIZATION = 50
</file>
<file path="./design.v">
module fifo_sync(clk,rst,wen,ren,data_in,data_out,full,empty);
  input clk;
  input rst;
  input wen;
  input ren;
  input [31 : 0] data_in;
  output reg [31 : 0] data_out = 0;
  output full, empty;
  reg [31:0] mem [7:0];
  reg [3:0] wptr;  
  reg [3:0] rptr;  
  always @(posedge clk) begin
    if(rst)
      wptr <= 0;
    else if(wen && ~full) begin
      mem[wptr[2:0]] <= data_in;
      wptr <= wptr + 1;
    end 
  end
  always @(posedge clk) begin
    if(rst)
      rptr <= 0;
    else if(ren && ~empty) begin
      data_out <= mem[rptr[2:0]];
      rptr <= rptr + 1;
    end
  end
  assign full  = ({~wptr[3], wptr[2:0]} == rptr);
  assign empty = (wptr == rptr);
endmodule
</file>
<file path="./constraint.sdc">
current_design fifo_sync

set clk_period 8.0
set clk_io_pct 0.2

create_clock -name clk0 -period $clk_period [get_ports {clk}]

set non_clock_inputs [all_inputs -no_clocks]
set_input_delay [expr $clk_period * $clk_io_pct] -clock clk0 $non_clock_inputs
set_output_delay [expr $clk_period * $clk_io_pct] -clock clk0 [all_outputs]
</file>
<file path="./run.sh">
#!/bin/bash
# OpenROAD 26Q1-2900-gdf79404cd8, Yosys 0.63+post, stock flow scripts
make -C /OpenROAD-flow-scripts/flow DESIGN_CONFIG=/design/flow/config.mk WORK_HOME=/design/flow/orfs finish
</file>
==> results_dict.tcl <==
# yosys + openroad results
set metrics [dict create \
    async_flop_share_pct 0 \
    ys_ff 296 \
    synth_area_um2 11350 \
    avgSynthCellArea_um2 23.50 \
    grt_pass1_wl_mm 31.04 \
    layout-drive-gt1-share_pct 28.95 \
    antenna_found_initial 0 \
    grt_max_degree 52 \
    fp_util_pct 51.54 \
    cpMaxStageDelayCell "dfxtp_2" \
    worstRegToRegCells 4 \
    synth-area-yosys_um2 11350 \
    cellPowerDensity_nw_per_um2 256.1 \
    finalInstanceArea_um2 13360 \
    place_area_um2 12420 \
    fp-row-count 54 \
    rsz0062_at_grt "no" \
    warnings 25 \
    n_antenna_cell 0 \
    grt_use_total_pct 19.91 \
    irDropWorstVdd_mv 0.1743 \
    area_growth_pct 17.70 \
    hold_ws_ns 0.6061 \
    final_hold_viol_count 0 \
    slew_viol_final 0 \
    fa_ha_area_share_pct 0.2204 \
    post-route-min-period_ns 4.026 \
    critPathMaxFanout 17 \
    fin_setup_tns_ns 0 \
    flop_cell "edfxtp_1" \
    synth_cell_type_count 38 \
    clkTransAtPathRegs_ns 0.07 \
    fin_ws_ns 3.974 \
    ctsResizeCount 0 \
    critPathMaxStageDelay_ns 0.75 \
    cp.required_ns 6.40 \
    ys_sh_simple_pct 1.951 \
    placedCellCount 825 \
    first_pass_iters 17 \
    die_h_um 152.7 \
    top_logic_kind "multiplexers" \
    io_pins 70 \
    setup_viol 0 \
    layout_top_cell "edfxtp_1" \
    fin_util_pct 60.66 \
    cap_violations 0 \
    total_leakage_power_nw 4.215 \
    ant_nets 0 \
    cts_tree "done" \
    end_kind "output port" \
    fin_cells 881 \
    finalPower_mw 3.422 \
    lay_top_cells "288 x edfxtp_1, 69 x clkdlybuf4s50_1, 64 x mux4_2" \
    post_cts_buffers 0 \
    edf_count 288 \
    hpwl_mm 10.90 \
    fillers 1534 \
    grt_pass1_vias 5647 \
    cts_sinks 296 \
    cp_cell_sequence "xnor2_1, nand3_1, nor2_1, clkdlybuf4s50_1" \
    cts_hold_buffers 0 \
    cts_made_buffers 31 \
    drc 0 \
    outcome "complete, no violations" \
    portBuffers 69 \
    cts-root-buf "clkbuf_16" \
    preCtsSetupSlack_ns 4.045 \
    routed-via-count 5075 \
    wl_per_cell_um 22.47 \
    fin_crit_sh_pct 50.33 \
    grt_overflow 0 \
    die_area_um2 23310 \
    avgViaCountPerCell 5.760 \
    ys_cells 483 \
    fin_skew_ns 0.02433 \
    startpoint_type "flip-flop" \
    drt_iter0_drc 245 \
    tightestPinTransition_ns 0.7621 \
    worstPathArrival_ns 2.43 \
    crit_type "flip-flop to output port" \
    syn_inst 483 \
    synth_seq_share_pct 77.59 \
    place_congestion 0.7610 \
    worstHoldPathType "flip-flop to flip-flop" \
    clock.latency.late_pin_ns 0.55 \
    ys_sh_aoi_pct 0.7385 \
    core_area_um2 22030 \
    relSlewSlack_pct 49.04 \
    wirelength_mm 19.79 \
    ys_warn_count 1 \
    clock_path_buffers 3 \
    ys_sh_mux_pct 17.28 \
    h-tree-depth 1 \
    fp.dieW_um 152.7 \
    fmax_ghz 0.2484 \
    xor_share_pct 0.6833 \
    min_path_cells 2 \
]
## state kept, by name, summed over array words and instances (netlist names)
signal and cells:
data_out 32, rptr 4, mem 256, wptr 4
## metal layers
| layer | GRT usage [%] | share of wire [%] |
|---|---|---|
| met1 | 32.47 | 39 |
| met2 | 27.59 | 47 |
| met3 | 11.88 | 12 |
| met4 | 2.597 | 1.1 |
| met5 | 0 | 0 |
## kinds of logic after synthesis
| logic type | Yosys count |
|---|---|
| AOI/OAI and AO/OA | 7 |
| xor gates and xnor gates | 8 |
| adders and majority gates | 2 |
| buffers and inverters | 27 |
| DFF | 296 |
| muxes | 104 |
| and+or+nand+nor | 39 |
## cells in the mapped netlist (2+ instances only)
cell type | number | area (µm²)
buf_8 | 2 | 30.03
mux2_4 | 20 | 300.3
mux2_2 | 15 | 168.9
nand3_1 | 3 | 15.01
or2_2 | 2 | 12.51
nor2_1 | 5 | 18.77
nor3_1 | 8 | 40.04
nor4_1 | 2 | 12.51
ha_1 | 2 | 25.02
dfxtp_1 | 8 | 160.2
nand2_1 | 3 | 11.26
a41oi_1 | 2 | 17.52
nor2b_1 | 5 | 31.28
xor2_1 | 3 | 26.28
buf_2 | 12 | 60.06
clkbuf_1 | 6 | 22.52
nand4_1 | 2 | 12.51
nand2b_1 | 5 | 31.28
buf_6 | 2 | 22.52
buf_1 | 2 | 7.510
mux4_2 | 64 | 1441
mux2i_1 | 4 | 40.04
edfxtp_1 | 288 | 8648
xnor2_1 | 4 | 35.03
## worst max-delay path: cells and delay by family (launching register included)
| family | cells | cell delay, ns |
|---|---|---|
| XOR/XNOR | 1 | 0.30 |
| buffers and inverters | 1 | 0.48 |
| flip-flops | 1 | 0.75 |
| AND/OR/NAND/NOR | 2 | 0.34 |
## cell type report
type	instances	area (µm²)	share of cell area (%)
flip-flops and latches	296	8817	65.99
multi-input cells	160	2420	18.11
repair buffers	88	833.3	6.237
clock buffers	38	802.0	6.002
well taps	280	350.3	2.622
clock inverters	18	135.1	1.011
inverters	1	3.754	0.02809
## path summary, 6_finish.rpt
| check | start | endpoint | slack [ns] |
|---|---|---|---|
| worst max-delay path | rptr[2] | empty | 3.97 |
| worst min-delay path | wptr[3] | rptr[3] | 0.61 |
| worst max register to register | rptr[0] | data_out[18] | 5.15 |
| worst min register to register | wptr[3] | rptr[3] | 0.61 |
## where the power goes
group	internal (mW)	total (mW)	switching (mW)
Combinational	0.194	0.331	0.137
Sequential	1.75	1.78	0.0273
Clock	0.770	1.31	0.542
Power and IR drop assume default switching activity.
